===== flow/run.sh =====
#!/bin/bash
# OpenROAD 26Q1-2900-gdf79404cd8, Yosys 0.63+post, stock flow scripts
make -C /OpenROAD-flow-scripts/flow DESIGN_CONFIG=/design/flow/config.mk WORK_HOME=/design/flow/orfs finish

===== flow/config.mk =====
export PLATFORM = sky130hd
export DESIGN_NAME = montacarga
export DESIGN_NICKNAME = montacarga
export VERILOG_FILES = /design/flow/design.v
export SDC_FILE = /design/flow/constraint.sdc
export NUM_CORES = 4
export LEC_CHECK = 1
export CORE_AREA = 10 10 89 89
export DIE_AREA = 0 0 99 99

===== flow/constraint.sdc =====
current_design montacarga

set clk_period 4.0
set clk_io_pct 0.2

create_clock -name clk0 -period $clk_period [get_ports {clk}]

set non_clock_inputs [all_inputs -no_clocks]
set_input_delay [expr $clk_period * $clk_io_pct] -clock clk0 $non_clock_inputs
set_output_delay [expr $clk_period * $clk_io_pct] -clock clk0 [all_outputs]

===== flow/design.v =====
`timescale 1ns / 1ps
module display(
	input [3:0] bcd, 
	output tr,
	output reg [6:0] salidas
    ); 
assign tr=1;
always@(bcd) 
	begin
	case(bcd)
		4'b0000: salidas <= 7'b0110000;
		4'b0001: salidas <= 7'b1101101;
		4'b0010: salidas <= 7'b1111001;
		4'b0011: salidas <= 7'b0110011;
		4'b0100: salidas <= 7'b1011011;
		default: salidas <= 7'b0110111;
	endcase
	end
endmodule
`timescale 1ns / 1ps
module montacarga(
output[1:0] salida,
output reg led_emergencia,
output reg led_puerta,
output[6:0] display,
input  [4:0] selector, 
input clk, reset,fc1,fc2,fc3,fc4,fc5,emergencia, puerta,
output tr
); 
reg[3:0]estado;
parameter piso1 = 4'b0000, piso2 = 4'b0001,	piso3 = 4'b0010, piso4 = 4'b0011, piso5 = 4'b0100, subir2 = 4'b0101, subir3 = 4'b0110, subir4 = 4'b0111;
parameter subir5 = 4'b1000,	bajar1 = 4'b1001, bajar2 = 4'b1010,	bajar3 = 4'b1011, bajar4 = 4'b1100;
parameter 	p1 = 5'b10000,	p2 = 5'b01000,	p3 = 5'b00100,	p4 = 5'b00010,	p5 = 5'b00001;
always@(posedge clk, negedge reset)
	if (~reset)
		begin  
		estado <= piso1;
		end  
	else 
		begin
		case(estado)
			piso1: 
			begin
			if(~emergencia)	
				begin 
				led_emergencia <= 1'b0; 
				if (~puerta) 
					begin  
					led_puerta<=1'b0;
					if(selector == p2) estado <= subir2;
					else if (selector == p3) estado <= subir3;
					else if (selector == p4) estado <= subir4;
					else if (selector == p5) estado <= subir5;
					else estado <= piso1;
					end  
			  	else 
				  	begin  
					if (puerta)
					led_puerta <=1'b1;
					else
					led_puerta<=1'b0;
					end
				end
			else 
				led_emergencia <= 1'b1;
			end
			piso2:	
			begin 
			if(~emergencia)
				begin 
				led_emergencia <= 1'b0;
				if (~puerta)
					begin
					led_puerta<=1'b0;	
					if(selector == p3) estado <= subir3; 
					else if (selector == p4) estado <= subir4;
					else if (selector == p5) estado <= subir5;
					else if (selector == p1) estado <= bajar1;
					else estado <= piso2;
					end
				else
					begin
					if (puerta)
					led_puerta<=1'b1;
					else
					led_puerta<=1'b0;
					end
				end
			else 
				begin
				led_emergencia <=1'b1;
				if (~puerta) 
					begin
					led_puerta<=1'b0;
					estado <= bajar1;
					end
				else led_puerta<=1'b1;
				end
			end
			piso3:	
			begin 
			if(~emergencia)
				begin 
				led_emergencia <= 1'b0;
				if (~puerta)
					begin led_puerta<=1'b0;
					if(selector == p4) estado <= subir4; 
					else if (selector == p5) estado <= subir5;
					else if (selector == p2) estado <= bajar2;
					else if (selector == p1) estado <= bajar1;
					else estado <= piso3;
					end
				else 
					begin
					if (puerta)	led_puerta<=1'b1;
					else led_puerta<=1'b0;
					end
				end
			else
				begin
				led_emergencia<=1'b1;
				if (~puerta)
					begin
					led_puerta<=1'b0;
					estado <= bajar1;
					end
				else led_puerta<=1'b1;
				end
			end
			piso4:  	
			begin	
			if(~emergencia)
				begin  
				led_emergencia<=1'b0;
				if (~puerta)
					begin
					led_puerta<=1'b0;
					if(selector == p5) estado <= subir5; 
					else if (selector == p3) estado <= bajar3;
					else if (selector == p2) estado <= bajar2;
					else if (selector == p1) estado <= bajar1;
					else estado <= piso4;
					end
				else
					begin
					if (puerta) led_puerta<=1'b1;
					else led_puerta<=1'b0;
					end
				end
			else 
				begin
				led_emergencia<=1'b1;
				if (~puerta)
					begin
					led_puerta<=1'b0;
					estado <= bajar1;
					end
				else led_puerta<=1'b1;
				end
			end
			piso5:
			begin 
			if(~emergencia)
				begin 
				led_emergencia<=1'b0;
				if (~puerta)
					begin
					led_puerta<=1'b0;
					if(selector == p4) estado <= bajar4; 
					else if (selector == p3) estado <= bajar3;
					else if (selector == p2) estado <= bajar2;
					else if (selector == p1) estado <= bajar1;
					else estado <= piso5;
					end
				else
					begin
					if (puerta) led_puerta<=1'b1;
					else led_puerta<=1'b0;
					end
				end		
			else 
				begin
				led_emergencia<=1'b1;
				if (~puerta)
					begin
					led_puerta<=1'b0;
					estado <= bajar1;
					end
				else led_puerta<=1'b1;
				end
			end
			subir2:  
			begin	
			if (~puerta)
				begin 
				if(fc2)	estado <= piso2;
				else	estado <= subir2;
				if (emergencia)
					begin
					estado <= bajar1;
					led_emergencia<=1'b1;
					end
				led_puerta<=1'b0;
				end
			else  led_puerta<=1'b1;
			end
			subir3: 	
			begin 
			if (~puerta)
				begin 
				if(fc3) estado <= piso3;
				else 	estado <= subir3;
				if (emergencia)
					begin
					estado <= bajar1;
					led_emergencia<=1'b1;
					end
				led_puerta<=1'b0;
				end
			else led_puerta<=1'b1;
			end
			subir4:  
			begin 
			if (~puerta)
				begin 
				if(fc4) estado <= piso4;
				else 	estado <= subir4;		
				if (emergencia)
					begin
					estado <= bajar1;
					led_emergencia<=1'b1;
					end
				led_puerta<=1'b0;	
				end
			else led_puerta<=1'b1; 
			end
			subir5:  
			begin 
			if (~puerta)
				begin 
				if(fc5) estado <= piso5;
				else	estado <= subir5;
				if (emergencia)
					begin
					estado <= bajar1;
					led_emergencia<=1'b1;
					end
				led_puerta<=1'b0;
				end
			else led_puerta<=1'b1;
			end
			bajar1: 
			begin	
			if (~puerta)
				begin
				if (emergencia)
					begin
					led_emergencia<=1'b1;
					estado <= piso1;
					end
				if(fc1) estado <= piso1;
				else	estado <= bajar1;
				led_puerta<=1'b0;			
				end
			else led_puerta<=1'b1; 
			end
			bajar2: 	
			begin 
			if (~puerta)
				begin
				if (emergencia)
					begin
					led_emergencia<=1'b1;
					estado <= piso1;
					end
				if(fc2) estado <= piso2;
				else 	estado <= bajar2;
				led_puerta<=1'b0;
				end
			else led_puerta<=1'b1;
			end
			bajar3:  
			begin 
			if (~puerta)
				begin
				if (emergencia)
					begin
					led_emergencia<=1'b1;
					estado <= piso1;
					end 
				if(fc3) estado <= piso3;
				else 	estado <= bajar3;
				led_puerta<=1'b0;
				end
			else led_puerta<=1'b1;
			end
			bajar4: 	
			begin 
			if (~puerta)
				begin
				if (emergencia)
					begin
					led_emergencia<=1'b1;
					estado <= piso1;
				end 
				if(fc4) estado <= piso4;
				else 	estado <= bajar4;
				led_puerta<=1'b0;
				end
			else led_puerta<=1'b1;
			end
			default :  estado <= piso1;
		endcase
		end
salidaMotores inst_motor(.estado(estado), .y_out(salida));
display inst_seg(.bcd(estado), .tr(tr), .salidas(display));
endmodule
`timescale 1ns / 1ps
module salidaMotores(
	input [3:0] estado, 
	output reg [1:0] y_out
    );
parameter piso1 = 4'b0000, piso2 = 4'b0001, piso3 = 4'b0010, piso4 = 4'b0011, piso5 = 4'b0100,subir2 = 4'b0101, subir3 = 4'b0110;
parameter subir4 = 4'b0111, subir5 = 4'b1000, bajar1 = 4'b1001,bajar2 = 4'b1010, bajar3 = 4'b1011, bajar4 = 4'b1100;
parameter y1 = 2'b00, y2 = 2'b10, y3 = 2'b01;
always@(estado) 
	begin
	case(estado)
		piso1:   y_out<=y1; 
		piso2:   y_out<=y1; 
		piso3:   y_out<=y1; 
		piso4:   y_out<=y1; 
		piso5:   y_out<=y1; 
		subir2:  y_out<=y2; 
		subir3:  y_out<=y2; 
		subir4:  y_out<=y2; 
		subir5:  y_out<=y2; 
		bajar1:  y_out<=y3; 
		bajar2:  y_out<=y3; 
		bajar3:  y_out<=y3; 
		bajar4:  y_out<=y3; 
		default: y_out <= 2'b11;
	endcase
 	end
endmodule

==> deck_impl_summary.md <==
Synthesis and Place & Route Summary

Clock tree
  – Max Root-Sink Buffers: 2
  – Clock sinks: 6
  – Clock latency on the worst-skew pair: 0.22 ns
  – Post-CTS resize count: 0
  – CTS H-tree depth: 1
  – Reg clk slew, reported paths: 0.04 ns
  – Root Buffer: clkbuf_8
  – TritonCTS clock tree: yes
  – Postcts setup bufs: 0
  – CTS buffer count: 3
  – Cts hold-fix bufs: 0

Routing
  – Vias: 1333
  – Vias per cell: 5.19
  – First DRT Iteration DRCs: 109
  – Drt drc: 0
  – DRT Pass-1 Iters: 4
  – Antenna viol nets, final: 0
  – Final WL: 3870 µm
  – Routed wire per std cell: 15.0 µm
  – Ant diodes: 0

Die
  – Chip Width: 99 µm
  – Row cnt: 28
  – Die area: 9800 µm²
  – Die Ht: 99 µm
  – CORE AREA: 5990 µm²
  – Starting Density: 0.200
  – Io pins: 26

Logic synthesis
  – Flip-flops with a built-in enable: 2
  – Synth warn: 3
  – Ys flop type: dfrtp_1
  – Syn Area/Cell: 6.96 µm²
  – Post-synth ARST share: 0.667
  – Yosys cell count: 172
  – Dominant cell area share: 0.0836
  – Top cells, area: dfrtp_1, nand2_1, edfxtp_1, a21oi_1, buf_2
  – Synth area leader: dfrtp_1
  – Syn Inst Count: 172
  – Unique cell types: 53
  – Synthesized registers: 6
  – Synth Seq Share: 0.134
  – Mapped Area: 1200 µm²
  – Yosys stat area: 1200 µm²

Pwr
  – Share of total power in the clock network: 0.128
  – Net Sw Frac: 0.465
  – Sw Pwr: 0.349 mW
  – Register share of total power: 0.208
  – Comb power frac: 0.664
  – Leakage Power: 0.495 nW
  – Pint: 0.402 mW
  – Peak VDD IR: 247 µV
  – Pwr/cell area: 506 nW/µm²

Worst setup path
  – Worst path max stage delay: 0.83 ns
  – CP top delay family: flip-flops
  – Slowest stage cell on the critical path: dfrtp_1
  – Critical path peak fanout: 23
  – WP data arrival: 2.36 ns
  – FF-to-FF End: estado[0]$_DFFE_PN0P_
  – FF-to-FF Start: estado[2]$_DFFE_PN0P_
  – Cells along the critical path: or2_1 -> inv_2 -> ha_1 -> a21oi_1 -> clkdlybuf4s50_1
  – CP required: 3.20 ns
  – Flop2flop setup slack: 1.88 ns
  – Crit. End Element: output pin
  – R2R cell count: 5
  – CP startpoint kind: flop
  – CP Depth: 5
  – Worst Path Class, Setup: flop to output pin
  – Crit path buf inv count: 2

GRT
  – Met2 Track Usage GR: 0.111
  – Vias in the first global route: 1206
  – M1 GR Usage: 0.112
  – GRT Util Overall: 0.0753
  – Largest net degree at the start of global routing: 29
  – Total gr overflow: 0
  – Global-route wire length before repair: 6400 µm
  – GR peak layer: met1
  – Grt met3 use: 0.0148
  – Initial antenna violation count: 0

Final timing
  – Cycle use final: 0.789
  – Final Critical Period: 3.16 ns
  – Worst Clk Skew: 0.00756 ns
  – RSZ-0062 raised after global routing: no
  – Worst relative slew slack: 0.467
  – Pins Over Slew Limit: 0
  – Final setup vio count: 0
  – Fmax: 317 MHz
  – Post-route worst setup slack: 0.844 ns
  – TNS Setup: 0 ns
  – Final tally of hold violations: 0
  – Worst-Margin Slew: 0.800 ns

Placement
  – Global placer's final weighted congestion: 0.907
  – Port buffer count: 24
  – Post-DP HPWL: 2920 µm
  – Pre-CTS WS: 1.09 ns
  – DP Cell Count: 253

Outcome
  – Status: finished clean

Cells and area
  – Fill count: 652
  – Area grow syn2layout: 23.9%
  – Non-Filler Instances: 257
  – Share of layout cells above drive strength 1: 0.0659

Job
  – OpenROAD warning count: 26
  – Total of max-cap violations: 0

Min path
  – Worst min-delay path category: input port to asynchronous set/reset pin
worst max-delay path by stage:
stage | slack [ns] | start | to
finish | 0.84 | estado[1]$_DFFE_PN0P_ | salida[1]
CTS | 0.86 | estado[1]$_DFFE_PN0P_ | salida[1]
global route | 0.70 | estado[1]$_DFFE_PN0P_ | salida[1]
layer usage:
layer,part of all wire,vias up,wire length [µm]
met5,0,-,0
met4,0.0070,0,27
met3,0.078,2,302
met2,0.45,54,1760
met1,0.46,608,1780
li1,-,669,-
cell usage after synthesis (2+ instances only):
library cell	number
nand3b_1	2
o22ai_1	3
buf_4	4
o21ai_0	2
a221oi_1	2
xnor2_1	5
nor2b_1	3
o21ai_1	3
ha_1	2
xor2_1	6
edfxtp_1	2
o32ai_1	3
nand4_1	4
nor3b_1	3
buf_2	11
nor3_1	6
o21a_1	2
a21oi_1	11
o2111ai_1	3
nand3_1	3
nor2_1	11
nor4_1	4
a21o_1	2
a31oi_1	7
a2111oi_0	3
nand4b_1	2
o211ai_1	5
nand2_1	17
clkbuf_1	3
inv_1	5
inv_2	3
dfrtp_1	4
nand2b_1	6
power groups by stage:
stage                 logic [mW]  registers [mW]  clock network, mW
after CTS                  0.505           0.155             0.0989
after global routing       0.562           0.162              0.105
final                      0.499           0.157             0.0960
cells by family after synthesis:
logic type,after synthesis,synth area share
other,1,0.00313
and+or+nand+nor,71,0.335
DFF,6,0.134
AOI/OAI and AO/OA,53,0.308
adders and majority gates,2,0.0209
xor gates and xnor gates,11,0.0805
buffers and inverters,27,0.109
muxes,1,0.00940
final cells by class:
| class | count | area [µm²] | area share |
|---|---|---|---|
| tap | 75 | 93.8 | 0.0632 |
| multi-input combinational | 139 | 907 | 0.611 |
| clock buffer | 4 | 45.0 | 0.0304 |
| sequential | 6 | 160 | 0.108 |
| timing repair buffer | 25 | 248 | 0.167 |
| inverter | 8 | 30.0 | 0.0202 |
per-stage QoR:
stage	hold WS [ns]	utilization	power [mW]	cell area (µm²)
floorplan	0.504	-	0.463	1200
global placement	0.854	0.240	0.659	1440
detailed placement	0.867	0.240	0.656	1440
CTS	0.813	0.248	0.758	1480
global route	0.817	0.248	0.829	1480
finish	0.814	0.248	0.751	1480
worst register-to-register path, delay by kind of cell, from the launching register on:
kind / cells / cell delay, ns
flip-flops: 1 / 0.85
AND/OR/NAND/NOR: 3 / 0.63
AND-OR/OR-AND: 2 / 0.55
cells in the final DEF (no fill, tap or decap), types with 4 or more instances in the layout:
cell type and n:
nand2b_1 6, nor3_1 6, a21oi_1 11, xor2_1 6
a31oi_1 7, nor2_1 11, nand2_1 17, xnor2_1 5
inv_1 5, nand4_1 4, nor4_1 4, o211ai_1 5
dfrtp_1 4, clkdlybuf4s50_1 24
registers in the layout (all words and copies together), names as in the netlist:
name / cells
led_emergencia: 1
led_puerta: 1
estado: 4
No activity file was given, so power comes from the tool's default toggle rates.
